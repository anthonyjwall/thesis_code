--- /design/flow/run.sh ---
#!/bin/bash
# OpenROAD 26Q1-2900-gdf79404cd8, Yosys 0.63+post, stock flow scripts
make -C /OpenROAD-flow-scripts/flow DESIGN_CONFIG=/design/flow/config.mk WORK_HOME=/design/flow/orfs finish
--- /design/flow/config.mk ---
export PLATFORM = sky130hd
export DESIGN_NAME = cyborg65r2_enc_coarse
export DESIGN_NICKNAME = cyborg65r2_enc_coarse
export VERILOG_FILES = /design/flow/design.v
export SDC_FILE = /design/flow/constraint.sdc
export NUM_CORES = 4
export LEC_CHECK = 1
export CORE_AREA = 10 10 103 103
export DIE_AREA = 0 0 113 113
--- /design/flow/constraint.sdc ---
current_design cyborg65r2_enc_coarse

set clk_period 1.0
set clk_io_pct 0.2

create_clock -name clk0 -period $clk_period [get_ports {cco_pulse}]
create_clock -name clk1 -period $clk_period [get_ports {clk}]
create_clock -name clk2 -period $clk_period [get_ports {clk_del}]

set non_clock_inputs [all_inputs -no_clocks]
set_input_delay [expr $clk_period * $clk_io_pct] -clock clk0 $non_clock_inputs
set_output_delay [expr $clk_period * $clk_io_pct] -clock clk0 [all_outputs]
--- /design/flow/design.v ---
module cyborg65r2_enc_coarse(clk, clk_del, cco_pulse, resetb, grey_out, grey_out_del);
input clk, clk_del, cco_pulse, resetb;
output [5:0] grey_out, grey_out_del;
reg resetb_presync_clk;
reg resetb_sync_clk;
reg resetb_presync_clk_del;
reg resetb_sync_clk_del;
reg resetb_presync_cco_pulse;
reg resetb_sync_cco_pulse;
reg d_del_flag;
reg q_del_flag;
reg [5:0] d_out;
reg [5:0] q_out;
reg [5:0] q_out_ccosamp;
reg [5:0] d_out_del;
reg [5:0] q_out_del;
wire [5:0] grey_out;
wire [5:0] grey_out_del;
assign grey_out = q_out_ccosamp;
assign grey_out_del = q_out_del;
always @(posedge cco_pulse or negedge resetb)
begin
	if(!resetb)
	begin
		resetb_presync_cco_pulse	<= 1'b0;
		resetb_sync_cco_pulse		<= 1'b0;
	end
	else
	begin
		resetb_presync_cco_pulse	<= 1'b1;
		resetb_sync_cco_pulse		<= resetb_presync_cco_pulse;
	end
end
always @(posedge clk or negedge resetb_sync_cco_pulse)
begin
	if(!resetb_sync_cco_pulse)
	begin
		resetb_presync_clk	<= 1'b0;
		resetb_sync_clk		<= 1'b0;
	end
	else
	begin
		resetb_presync_clk	<= 1'b1;
		resetb_sync_clk		<= resetb_presync_clk;
	end
end
always @(posedge clk_del or negedge resetb_sync_cco_pulse)
begin
	if(!resetb_sync_cco_pulse)
	begin
		resetb_presync_clk_del	<= 1'b0;
		resetb_sync_clk_del	<= 1'b0;
	end
	else
	begin
		resetb_presync_clk_del	<= 1'b1;
		resetb_sync_clk_del	<= resetb_presync_clk_del;
	end
end
always @(posedge clk or negedge resetb_sync_clk)
begin
	if(!resetb_sync_clk)
	begin
		q_out	<= 6'b0;
	end
	else
	begin
		q_out	<= d_out;
	end
end
always @(posedge clk_del or negedge resetb_sync_clk_del)
begin
	if(!resetb_sync_clk_del)
	begin
		q_out_del	<= 6'b0;
		q_del_flag	<= 1'b0;
	end
	else
	begin
		q_out_del	<= d_out_del;
		q_del_flag	<= d_del_flag;
	end
end
always @(posedge cco_pulse or negedge resetb_sync_cco_pulse)
begin
	if(!resetb_sync_cco_pulse)
	begin
		q_out_ccosamp	<= 6'b0;
		d_del_flag	<= 1'b0;		
	end
	else
	begin
		d_del_flag	<= ~q_del_flag;
		q_out_ccosamp	<= q_out;
	end
end
always @(*)
begin
	d_out_del = (d_del_flag != q_del_flag)? q_out : q_out_del;
end
always @(*)
begin
	case(q_out)
		6'b000000:	d_out = 6'b000001;  
     		6'b000001:	d_out = 6'b000011;  
     		6'b000011:	d_out = 6'b000010;  
     		6'b000010:	d_out = 6'b000110;  
     		6'b000110:	d_out = 6'b000111;  
     		6'b000111:	d_out = 6'b000101;  
     		6'b000101:	d_out = 6'b000100;  
     		6'b000100:	d_out = 6'b001100;  
     		6'b001100:	d_out = 6'b001101;  
     		6'b001101:	d_out = 6'b001111;  
     		6'b001111:	d_out = 6'b001110;  
     		6'b001110:	d_out = 6'b001010;  
     		6'b001010:	d_out = 6'b001011;  
     		6'b001011:	d_out = 6'b001001;  
     		6'b001001:	d_out = 6'b001000;  
     		6'b001000:	d_out = 6'b011000;  
     		6'b011000:	d_out = 6'b011001;  
     		6'b011001:	d_out = 6'b011011;  
     		6'b011011:	d_out = 6'b011010;  
     		6'b011010:	d_out = 6'b011110;  
     		6'b011110:	d_out = 6'b011111;  
     		6'b011111:	d_out = 6'b011101;  
     		6'b011101:	d_out = 6'b011100;  
     		6'b011100:	d_out = 6'b010100;  
     		6'b010100:	d_out = 6'b010101;  
     		6'b010101:	d_out = 6'b010111;  
     		6'b010111:	d_out = 6'b010110;  
     		6'b010110:	d_out = 6'b010010;  
     		6'b010010:	d_out = 6'b010011;  
     		6'b010011:	d_out = 6'b010001;  
     		6'b010001:	d_out = 6'b010000;  
     		6'b010000:	d_out = 6'b110000;  
     		6'b110000:	d_out = 6'b110001;  
     		6'b110001:	d_out = 6'b110011;  
     		6'b110011:	d_out = 6'b110010;  
     		6'b110010:	d_out = 6'b110110;  
     		6'b110110:	d_out = 6'b110111;  
     		6'b110111:	d_out = 6'b110101;  
     		6'b110101:	d_out = 6'b110100;  
     		6'b110100:	d_out = 6'b111100;  
     		6'b111100:	d_out = 6'b111101;  
     		6'b111101:	d_out = 6'b111111;  
     		6'b111111:	d_out = 6'b111110;  
     		6'b111110:	d_out = 6'b111010;  
     		6'b111010:	d_out = 6'b111011;  
     		6'b111011:	d_out = 6'b111001;  
     		6'b111001:	d_out = 6'b111000;  
     		6'b111000:	d_out = 6'b101000;  
     		6'b101000:	d_out = 6'b101001;  
     		6'b101001:	d_out = 6'b101011;  
     		6'b101011:	d_out = 6'b101010;  
     		6'b101010:	d_out = 6'b101110;  
     		6'b101110:	d_out = 6'b101111;  
     		6'b101111:	d_out = 6'b101101;  
     		6'b101101:	d_out = 6'b101100;  
     		6'b101100:	d_out = 6'b100100;  
     		6'b100100:	d_out = 6'b100101;  
     		6'b100101:	d_out = 6'b100111;  
     		6'b100111:	d_out = 6'b100110;  
     		6'b100110:	d_out = 6'b100010;  
     		6'b100010:	d_out = 6'b100011;  
     		6'b100011:	d_out = 6'b100001;  
     		6'b100001:	d_out = 6'b100000;  
     		6'b100000: 	d_out = 6'b000000;  
	endcase
end
endmodule
==> impl_metrics.py <==
# Metrics from the implementation run
metrics = {
    "outcome": {
        "status": "finished, violations left",
        "violations": "setup timing",
    },
    "yosys": {
        "topCellsByArea": "dfrtp_1 (73%), mux2_2 (5.1%), xor3_2 (2.8%), mux2_1 (2.5%), xnor2_1 (2.0%)",
        "synthTopLogicFamily": "multiplexers",
        "postSynthCellCount": 56,
        "yosysUniqueCellTypes": 18,
        "synthMuxAreaShare_pct": 8.720,
        "yosys_warnings": 1,
        "edf_count": 0,
        "ys_cells": 56,
        "aoi_share_pct": 2.250,
        "synth_flops": 26,
        "ys_seq_share_pct": 73.14,
        "top_cells_by_count": "dfrtp_1 (26), mux2_2 (4), nand2_1 (4)",
        "syn_area_sq_um": 889.6,
        "yosys.area.top_type": "dfrtp_1",
        "top_area_share_pct": 73.14,
        "simple_gate_share_pct": 4.360,
        "ys_area_sq_um": 889.6,
        "syn_avg_cell_area_sq_um": 15.89,
        "yosysMostFrequentCell": "dfrtp_1",
        "xor_area_share_pct": 8.579,
        "synthArstFlopShare_pct": 100.0,
        "yosys_most_used_dff": "dfrtp_1",
        "ys_sh_adder_pct": 0,
    },
    "final_timing": {
        "fin_ws_ps": -200.0,
        "finalSetupViolations": 10,
        "finalMaxSlewViolations": 0,
        "clock-skew-final_ps": 9.429,
        "rsz0062_at_grt": "yes",
        "hold_violations": 0,
    },
    "cells_and_area": {
        "final-instance-count-excl-fill": 206,
        "syn_to_final_growth_pct": 63.43,
        "final_layout_size_suffix_gt1_share_pct": 49.50,
        "fin_util_pct": 17.52,
    },
    "pwr": {
        "peakVddDrop_uv": 547.7,
        "p_leak_uw": 0.0006518,
        "total_power_uw": 2305,
        "power.density_mw_per_mm2": 1585,
    },
    "clocking": {
        "cts_hold_repair.buffers": 0,
        "cts_sinks": 26,
        "cts_tree": "done",
        "clk_pin_slew_ps": 40,
    },
    "global_route": {
        "grt_pass1_vias": 617,
        "grtUsageTotal_pct": 3.229,
        "grt_pass1_wl_um": 3180,
        "overflow": 0,
        "grt_max_degree": 12,
        "antenna_found_initial": 0,
    },
    "die": {
        "die_h_um": 113,
        "rows": 33,
        "die_x_um": 113,
        "coreArea_sq_mm": 0.008299,
        "pin_count": 16,
        "die_area_sq_mm": 0.01277,
        "fp_util_pct": 10.72,
    },
    "placed_design": {
        "place.gp.congestion": 0.7601,
        "dp.final_hpwl_um": 1356,
        "io_buffers": 13,
        "dp.cells": 186,
    },
    "setup_path": {
        "reg2reg_to": "q_out[0]",
        "worstSetupStartpointType": "flop",
        "cp_data_arrival_time_ps": 1310,
        "critical_path_required_ps": 1110,
        "end_kind": "flop",
        "r2r_start": "q_out[5]",
        "r2r_slack_ps": -200,
        "crit_type": "flop to flop",
        "path_max_fanout": 2,
        "reg2reg_depth": 3,
    },
    "drt": {
        "routed_wl_um": 1857,
        "avgRoutedWirePerCell_um": 9.015,
        "drc": 0,
        "viasPerCell": 2.612,
        "ant_nets": 0,
        "drt_iter0_drc": 17,
        "antenna_cells": 0,
        "dr.pass1.iters": 4,
        "vias": 538,
    },
    "flow_run": {
        "maxCapViolCount": 0,
        "warning_count": 29,
    },
    "worst_hold_path": {
        "hold_class": "flop to asynchronous set/reset pin",
    },
}
-- cells by family after synthesis --
logic type                after synthesis
AOI/OAI and AO/OA                       4
muxes                                   7
and+or+nand+nor                         8
other                                   1
buffers and inverters                   4
DFF                                    26
xor gates and xnor gates                6
-- per-layer routing --
layer	wire length, um	track usage (%)
met1	768	3.687
met4	51	1.269
met2	819	4.378
met3	219	2.564
met5	0	0
-- worst max path at each step --
stage                 startpoint           end  slack (ps)  cells past startpoint
after global routing    q_out[4]      q_out[1]        -250                      3
final                   q_out[5]      q_out[0]        -200                      3
after CTS             q_del_flag  q_out_del[2]        -190                      2
-- registers in the layout, indices dropped and copies added, names as in the netlist --
| name | cells |
|---|---|
| d_del_flag | 1 |
| resetb_presync_clk_del | 1 |
| resetb_sync_clk | 1 |
| q_del_flag | 1 |
| q_out_del | 6 |
| q_out_ccosamp | 6 |
| resetb_sync_clk_del | 1 |
| resetb_presync_cco_pulse | 1 |
| resetb_presync_clk | 1 |
| resetb_sync_cco_pulse | 1 |
| q_out | 6 |
-- power by group --
| part | switching [uW] | internal [uW] |
|---|---|---|
| registers | 19.5 | 1070 |
| clock network | 396 | 815 |
| logic | 2.49 | 3.46 |
-- placed cells by master (no fill, tap or decap), types with 2 or more instances in the layout --
cell | synthesis | layout
nand2_1 | 4 | 4
clkbuf_1 | 0 | 2
inv_1 | 3 | 3
dfrtp_1 | 26 | 24
clkbuf_8 | 0 | 9
conb_1 | 1 | 3
dfrtp_2 | 0 | 2
buf_4 | 0 | 17
xor2_1 | 2 | 2
clkbuf_2 | 0 | 6
buf_6 | 1 | 3
buf_2 | 0 | 2
o21ai_1 | 2 | 2
mux2_4 | 0 | 4
clkdlybuf4s15_1 | 0 | 4
-- worst max-delay path, stage by stage, from the launching register on --
cell	delay, ps
dfrtp_1	390
xor3_2	410
buf_4	170
xnor2_2	120
-- final cells by class --
cell class | instances | area [sq um]
clock buffer | 11 | 131.4
fill | 879 | 6845
inverter | 3 | 11.26
multi-input combinational | 28 | 275.3
sequential | 26 | 653.1
tap | 105 | 131.4
timing repair buffer | 33 | 251.5
-- metrics by stage --
step	TNS, ps	cell area, sq um	setup WS [ps]	hold WS, ps
5_1_grt	-2341	1454	-252.8	104.4
4_1_cts	-1791	1456	-192.1	90.58
3_3_place_gp	-1532	1262	-183.5	89.17
2_1_floorplan	-1068	929.6	-180.1	-95.59
3_5_place_dp	-1632	1262	-198.0	87.17
6_report	-1778	1454	-200.0	81.14
-- timing repair --
action	CTS	global route
endpoints found under the setup margin	24	18
gates resized	34	10
buffers inserted	7	2
pin swaps	4	4
Power is estimated from default activity; no workload was simulated.
