$ cat ./run.sh
#!/bin/bash
# OpenROAD 26Q1-2900-gdf79404cd8, Yosys 0.63+post, stock flow scripts
make -C /OpenROAD-flow-scripts/flow DESIGN_CONFIG=/design/flow/config.mk WORK_HOME=/design/flow/orfs finish
$ cat ./config.mk
export PLATFORM = sky130hd
export DESIGN_NAME = cyborg65r2_encoder
export DESIGN_NICKNAME = cyborg65r2_encoder
export VERILOG_FILES = /design/flow/design.v
export SDC_FILE = /design/flow/constraint.sdc
export NUM_CORES = 4
export LEC_CHECK = 1
export CORE_UTILIZATION = 40
$ cat ./constraint.sdc
current_design cyborg65r2_encoder

set clk_period 5.3
set clk_io_pct 0.2

create_clock -name clk0 -period $clk_period [get_ports {clk}]

set non_clock_inputs [all_inputs -no_clocks]
set_input_delay [expr $clk_period * $clk_io_pct] -clock clk0 $non_clock_inputs
set_output_delay [expr $clk_period * $clk_io_pct] -clock clk0 [all_outputs]
$ cat ./design.v
module cyborg65r2_encoder(
				clk,			 
				resetb,			 
				count_coarse,		 
				count_coarse_del,	 
				count_fine,		 
				count_enc		 
			);
input 		clk;			 
input 		resetb;			
input [5:0] 	count_coarse;		 
input [5:0] 	count_coarse_del;	 
input [32:0] 	count_fine;		 
output [11:0] count_enc;		 
parameter ENCODER_WRAP_CNT	= 12'd4224;  
integer index;	 
reg 		resetb_presync;		 
reg 		resetb_sync;		
reg [32:0]	q_inp_fine;		 
reg [5:0]	q_inp_coarse;	
reg [5:0]	q_inp_coarse_del;
reg [5:0]	reg_finehigh;		 
reg [6:0]	d_finecount;		 
reg [6:0]	q_finecount;
reg [5:0]	q_coarsebin;		 
reg [12:0]	d_enc;			 
reg [12:0]	q_enc;			 
reg [11:0]	d_wrapadd;		 
reg [11:0]	q_wrapadd;
reg [11:0]	d_out;			 
reg [11:0]	q_out;			
assign count_enc	=	q_out;	 
wire [5:0] w_coarsebin;
wire [5:0] w_coarse_gray = (~q_inp_fine[0] & ~q_inp_fine[6] )? q_inp_coarse : q_inp_coarse_del;	 
gray2bin	#(.bus_width(6))	i_GRAY2BIN	(.in_gray(w_coarse_gray), .out_bin(w_coarsebin));	 
always @(negedge clk or negedge resetb)		 
begin
	if(!resetb)
	begin
		resetb_presync	<=	1'b0;
		resetb_sync	<=	1'b0;
	end
	else
	begin
		resetb_presync	<=	1'b1;
		resetb_sync	<=	resetb_presync;	 
	end
end
always @(negedge clk or negedge resetb_sync)	 
begin
	if(!resetb_sync)
	begin
		q_inp_fine		<=	33'b010101010101010101010101010101010;
		q_inp_coarse		<=	6'b0;
		q_inp_coarse_del	<=	6'b0;
		q_finecount		<=	7'b0;
		q_coarsebin		<=	6'b0;
		q_enc			<=	13'b0;
		q_wrapadd		<=	12'b0;
		q_out			<=	12'b0;
	end
	else
	begin
		q_inp_fine		<=	count_fine;		 
		q_inp_coarse		<=	count_coarse;		 
		q_inp_coarse_del	<=	count_coarse_del;	 
		q_finecount		<=	d_finecount;		 
		q_coarsebin		<=	w_coarsebin;		 
		q_enc			<=	d_enc;			 
		q_wrapadd		<=	d_wrapadd;		 
		q_out			<=	d_out;			 
	end
end
always @(*)
begin
	reg_finehigh = 6'b0;  
	for(index=0; index<33; index=index+1)  
	begin
		if(index[0] ==1'b0)  
		begin
			reg_finehigh = reg_finehigh + q_inp_fine[index];	 
		end
		else 
		begin
			reg_finehigh = reg_finehigh + !q_inp_fine[index];	 
		end
	end	
end
always @(*)
begin
	if(q_inp_fine[0])
	begin
		d_finecount	=	{1'b0,reg_finehigh};  
	end
	else
	begin
		d_finecount	=	(7'd65) - reg_finehigh;  
	end
end
always @(*)
begin
	d_enc		=	13'd66*{6'b0,q_coarsebin} + q_finecount;	 
end
always @(*)
begin
	if(q_enc > d_enc)
	begin
		d_wrapadd	=	q_wrapadd + ENCODER_WRAP_CNT;
	end
	else
	begin
		d_wrapadd	=	q_wrapadd;	
	end
end
always @(*)
begin
	d_out	=	q_enc[11:0] + q_wrapadd;	
end
endmodule
module gray2bin	#(
		parameter bus_width = 6
		)(
		input		[bus_width-1:0]	in_gray,
		output reg	[bus_width-1:0]	out_bin	
		);
		integer bit_ind;
always @(*)
begin
	out_bin[bus_width-1]		=	in_gray[bus_width-1];
	for(bit_ind=bus_width-2; bit_ind>=0; bit_ind=bit_ind-1)
	begin
		out_bin[bit_ind] = out_bin[bit_ind+1] ^ in_gray[bit_ind];
	end
end
endmodule
==> job_summary.md <==
## Synthesis and layout report

| Metric | Value |
|---|---|
| Outcome | `finished clean` |
| Max Cap Viol | `0` |
| Placed wire-length estimate | `between 4000 and 5000 µm` |
| Mapped Area | `~0.0045 mm²` |
| Complex Gates by Area | `0.07171` |
| Die height | `around 110 µm` |
| Adder-cell share of the synthesized area | `0.2190` |
| Global-route wire length before repair | `~11,000 µm` |
| Die area | `roughly 0.012 mm²` |
| Post CTS Setup Buffer Count | `0` |
| Crit path DAT | `around 8000 ps` |
| Iter 0 DRT Violations | `77` |
| PD cells | `695.1 mW/mm²` |
| Nature of the critical path startpoint | `register` |
| CP max-delay cell | `fa_1` |
| Slew margin rel. | `0.5518` |
| Worst slew pin tran | `approximately 670 ps` |
| Row cnt | `38` |
| Register share after synthesis | `0.5087` |
| Worst-path clk slew | `about 60 ps` |
| Via count | `about 2,600` |
| Crit path max fanout | `4` |
| Library cells used by synthesis | `roughly 46` |
| Final worst slack | `~82 ps` |
| Most numerous logic cell after layout | `inv_1` |
| Xor/xnor share of the synthesized area | `0.07787` |
| Vias per cell | `about 4.5` |
| AND/OR/NAND/NOR Cells, Area Fraction | `0.05518` |
| Crit path DRT | `8110 ps` |
| Post-route minimum period | `roughly 5200 ps` |
| Total CTS buffers | `9` |
| Async set or reset register ratio after synthesis | `1.000` |
| DRT met1 WL | `2832 µm` |
| Largest logic family | `adder cells` |
| Initial Util | `0.4120` |
| Most numerous logic cells after layout | `80 x inv_1, 74 x dfrtn_1, 58 x clkdlybuf4s50_1` |
| CTS Sinks | `approximately 90` |
| GP Congestion | `0.8372` |
| GRT Total Usage | `0.1292` |
| # diodes | `0` |
| Post-synth EDFFs | `0` |
| Flops & latches, synth | `around 90` |
| DRC | `0` |
| Antenna-violating nets left | `0` |
| Main flop type | `dfrtn_1` |
| Synthesized area per cell | `around 13 µm²` |
| Worst path max stage delay | `about 530 ps` |
| Pins Over Slew Limit | `0` |
| Hold Violations, Final | `0` |
| Max IR drop VDD | `between 0.0004 and 0.0005 V` |
| Leakage power | `2.653 nW` |
| Critical path type | `register to register` |
| Drt first pass iters | `4` |
| Cell Chain, Critical Path | `inv_2 -> fa_1 -> inv_1 -> fa_1 -> fa_1 -> inv_1 -> fa_1 -> fa_1 -> fa_1 -> inv_1 -> fa_2 -> fa_2 -> nor2b_1 -> o21ai_1 -> nand2b_1 -> nand3_1 -> o31ai_1 -> a221oi_1` |
| Initial antenna violation count | `0` |
| Cycle use final | `0.9844` |
| DR WL met2 | `~3000 µm` |
| # Cells Yosys | `about 350` |
| Via count of the first global-routing pass | `between 2,000 and 3,000` |
| Largest net degree at the start of global routing | `a little under 60` |
| Die Wd | `between 100 and 150 µm` |
| YS chip area | `about 0.0045 mm²` |
| Final Setup Violations | `0` |
| Share of layout cells above drive strength 1 | `0.1284` |
| Most common cell on crit path | `fa_1` |
| Final Routed Wirelength | `6317 µm` |
| Core area | `roughly 0.011 mm²` |
| Crit end category | `register` |
| WL met3 | `between 300 and 400 µm` |
| Dpl cell area | `~0.0052 mm²` |
| Hold slack | `205.5 ps` |
| Root Buffer | `clkbuf_8` |
| CTS Buffer Depth | `2` |
| H-tree Lvls | `3` |
| Fmax | `191.7 MHz` |
| Final instance area | `between 0.005 and 0.006 mm²` |
| Type of the tightest min-delay check | `register to asynchronous set/reset pin` |
| Dpl ws | `-127.7 ps` |
| Warnings from Yosys | `3` |
| Mux area share | `0.009244` |
| Grt ovf | `0` |
| DR top layer | `met4` |
| DR WL/cell | `~11 µm` |
| Area delta synth->final | `24.45%` |
| Total power | `between 3 and 4 mW` |
| RSZ-0062 raised after global routing | `yes` |
| CTS tree | `yes` |
| Worst-skew pair later-pin latency | `roughly 400 ps` |
| Final Skew | `62.18 ps` |
| IO buf count | `a little under 60` |
| Cells after synthesis | `approximately 350` |
| Final core occ | `0.5128` |
| Tool warnings | `42` |
| Boundary Pins | `between 50 and 60` |
## worst max-delay path, delay by kind of cell (launching register included)
| kind | cells | cell delay (ps) |
|---|---|---|
| flops | 1 | 520 |
| buf+inv | 4 | 180 |
| simple gates | 3 | 420 |
| fa+ha+maj | 8 | 3630 |
| compound gates | 3 | 240 |
## state kept, by name, summed over array words and instances (netlist names)
name / count
resetb_presync: 1
q_enc: 13
q_inp_coarse_del: 6
q_inp_fine: 33
q_wrapadd: 5
q_out: 12
q_coarsebin: 6
q_inp_coarse: 6
resetb_sync: 1
q_finecount: 7
## routing by layer
layer | global-route usage | up-vias
li1 | - | 1299
met1 | 0.1868 | 1248
met2 | 0.2125 | 61
met3 | 0.02531 | 13
met4 | 0.02642 | 0
met5 | 0 | -
## timing repair
| item | in CTS | in global routing |
|---|---|---|
| setup endpoints to repair | 5 | 5 |
| gates cloned | 0 | 0 |
| pin swaps | 8 | 5 |
| hold buffers | 0 | 0 |
| gates resized | 4 | 5 |
| endpoints found under the hold margin | 0 | 0 |
## kinds of logic (layout without fill, tap and decap cells)
group                    count (synthesis)  after routing
AND-OR/OR-AND                           44             44
XOR/XNOR                                38             38
adder cells (fa/ha/maj)                 62             62
buffers and inverters                   68            159
flip-flops                              90             90
multiplexers                             4              4
other                                    1              1
AND/OR/NAND/NOR                         46             46
## synth_stat cells (2+ instances only)
master    number  area [µm²]
dfrtn_1       74        1852
inv_1         66       247.7
ha_1          35       437.9
fa_1          27       540.5
xnor2_1       21       183.9
dfstp_2       16       420.4
xor2_1        15       131.4
nand2_1       14       52.55
nor2_1        10       37.54
a21oi_1        8       40.04
nand3_1        8       40.04
o21ai_0        8       40.04
a21o_1         7       52.55
a21oi_2        3       26.28
mux2i_1        3       30.03
a211oi_1       2       15.01
a41oi_1        2       17.52
nand2b_1       2       12.51
nand4_1        2       12.51
nor2b_1        2       12.51
o21ai_2        2       17.52
o31ai_1        2       15.01
## final timing paths
check / endpoint / slack, ps / depth (start not counted) / from
max: q_finecount[5]$_DFF_NN0_ / 80 / 18 / q_inp_fine[15]$_DFF_NN1_
min: q_out[0]$_DFF_NN0_ / 210 / 1 / resetb_sync$_DFF_NN0_
max reg2reg: q_finecount[5]$_DFF_NN0_ / 80 / 18 / q_inp_fine[15]$_DFF_NN1_
min reg2reg: q_out[0]$_DFF_NN0_ / 210 / 1 / resetb_sync$_DFF_NN0_
max in group asynchronous: resetb_presync$_DFF_NN0_ / 1750 / 1 / resetb
min in group clk0: resetb_sync$_DFF_NN0_ / 290 / 0 / resetb_presync$_DFF_NN0_
## through the flow
step / cells / setup TNS [ps]
5_1_grt: 584 / -494.8
2_1_floorplan: 353 / 0
3_5_place_dp: 553 / -341.9
4_1_cts: 584 / 0
3_3_place_gp: 553 / -147.1
6_report: 584 / 0
## final cells by class
cell class	instances	area, µm²
Sequential cell	90	2272
Clock buffer	10	137.6
Inverter	65	244.0
Fill cell	928	5281
Tap cell	140	175.2
Multi-Input combinational cell	195	1977
Clock inverter	22	142.6
Timing Repair Buffer	62	610.6
## power breakdown
| group | switching (mW) | internal (mW) | total (mW) |
|---|---|---|---|
| registers | 0.0930 | 0.901 | 0.994 |
| logic | 1.19 | 1.14 | 2.33 |
| clock network | 0.271 | 0.273 | 0.545 |
| total | 1.55 | 2.31 | 3.86 |
Power figures rest on the tool's default switching activity, not on a simulated workload.
